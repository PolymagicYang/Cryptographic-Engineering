### flow/design.v
module counter(
    input  wire clk,
    input  wire rst_n,
    input  wire start,
    input  wire stop,
    output wire [4:0] count
);
reg state;
reg [4:0] val;
always @ (posedge clk) begin
    if (!rst_n)
        val <= 5'b0;
    else if (stop)
        val <= val;
    else if (start)
        val <= val + 5'b1;
end
assign count = val;
endmodule
### flow/run.sh
#!/bin/bash
# OpenROAD 26Q1-2900-gdf79404cd8, Yosys 0.63+post, stock flow scripts
make -C /OpenROAD-flow-scripts/flow DESIGN_CONFIG=/design/flow/config.mk WORK_HOME=/design/flow/orfs finish
### flow/config.mk
export PLATFORM = sky130hd
export DESIGN_NAME = counter
export DESIGN_NICKNAME = counter
export VERILOG_FILES = /design/flow/design.v
export SDC_FILE = /design/flow/constraint.sdc
export NUM_CORES = 4
export LEC_CHECK = 1
export CORE_AREA = 10 10 70 70
export DIE_AREA = 0 0 80 80
### flow/constraint.sdc
current_design counter

set clk_period 2.1
set clk_io_pct 0.2

create_clock -name clk0 -period $clk_period [get_ports {clk}]

set non_clock_inputs [all_inputs -no_clocks]
set_input_delay [expr $clk_period * $clk_io_pct] -clock clk0 $non_clock_inputs
set_output_delay [expr $clk_period * $clk_io_pct] -clock clk0 [all_outputs]
==> results.txt <==
run results: vias in the first global route=199, Biggest register=val, RSZ-0062 raised after global routing=no, highest routed layer=met4, Peak VDD IR=around 0.1 mV, Dominant flop cell=dfxtp_1, GP Congestion=0.692, Leak=0.000152 uW, status=finished clean, fin crit share=73.1%, initial antenna violation count=0, DIE WIDTH=80 um, CP endpoint kind=primary output, Die Height=80 um, maximum clock insertion buffer count=2, Detail Placement HPWL=roughly 430 um, Synth top cell by count=dfxtp_1, Ys Warns=1, GR Util All Layers=1.57%, Synth async-reset ratio=0%, H-tree depth=1, io pins=9, fill count=a little under 400, Worst-Margin Slew=0.210 ns, top cells by count=5 x dfxtp_1, 3 x mux2i_1, GR Overflow Total=0, placed cell area=around 370 um^2, M1 wire length=221 um, CORE AREA=between 3000 and 4000 um^2, Top Registers=val x5, Worst Path Required=~1.7 ns, main area contributors=dfxtp_1 43%, mux2i_1 13%, nor2b_4 5.9%, largest area contributor in the netlist=dfxtp_1, number of synthesized flops with an enable pin=0, post-synthesis cell count=22, total wire length=549 um, first-pass GRT wire length=roughly 830 um, vias post-DR=202, post-CTS setup buffer count=0, Setup-failing EPs final=0, Top cell area share=43.0%, Cell Pwr Density=around 590 nW/um^2, HP Class=reg -> reg, non-filler cells in the finished layout=80, TritonCTS Buffers=3, die area=6400 um^2, share of cells above drive strength 1=11.8%, TritonCTS clock tree=done, kind of critical path=reg -> out, Max Clock Skew=0.00542 ns, Worst path slowest cell=clkdlybuf4s50_1, CP delay by family, top=buffers and inverters, FF+latch count, synth=5, Critical Path AT=roughly 1.1 ns, Pre-Place Util=6.81%, register area=roughly 100 um^2, relative slew slack=86.0%, met3 wire length=59 um, Clock Latency Late Sink=0.24 ns, post-cts sizing count=0, dpl cells=76, yosys stat area=233 um^2, initial detailed-routing violation count=6, diodes inserted=0, sequential area share after synthesis=43.0%, logic area=133 um^2, fin area=397 um^2, post-synthesis cell area=around 230 um^2, Tot Pwr=235 uW, Final Hold Viols=0, critical path cell sequence=clkdlybuf4s50_1, final setup TNS=0 ns, TritonRoute pass-1 iters=2, # DRC=0, Via density=around 2.5, number of max-cap violations=0, largest net degree at the start of global routing=8, Buf/Inv on CP=1, Log Warnings=25, Final Max Tran Viols=0, ys cells=22, Root Buffer=clkbuf_4, max FFs per register=5, Detail Route Antenna Nets=0, per-cell routed wire length=6.86 um, Rows=21, Post-Syn Area per Cell=10.6 um^2, WL met2=255 um, max frequency=651 MHz, post-synth cell types=12, Post-CTS Hold Buffers=0, Startpoint Class=flip-flop, I/O Buffers=8, crit path time final=1.54 ns, Layout area overhead=70.4%, Num Clock Sinks=5, clock-pin slew on the worst setup and hold paths=roughly 0.050 ns, Crit path largest cell delay=0.49 ns, crit-path max FO=4
[stage by stage]
stage / hold WS [ns] / utilization (%) / setup slack [ns]
floorplan: 0.433 / - / 1.14
global placement: 0.467 / 10.8 / 0.622
detailed placement: 0.478 / 10.8 / 0.613
CTS: 0.493 / 11.6 / 0.546
global route: 0.504 / 11.6 / 0.511
finish: 0.482 / 11.6 / 0.564
[cells in the final DEF, fill, tap and decap left out]
master           instances
clkdlybuf4s50_1          8
dfxtp_1                  5
mux2i_1                  3
clkbuf_4                 3
and2_1                   2
nand2b_1                 2
nand2_1                  2
nand4_1                  2
nand3b_1                 1
xnor2_1                  1
nor2b_4                  1
nor2b_1                  1
xor2_1                   1
ha_1                     1
clkbuf_1                 1
[area by class of cell]
class                           count  share of cell area (%)
Clock buffer                        4                    6.62
Sequential cell                     5                    25.2
Tap cell                           46                    14.5
Multi-Input combinational cell     17                    33.4
Timing Repair Buffer                8                    20.2
[worst reg2reg max path, cell delays in order, from the launching register on]
cell and delay, ns:
dfxtp_1 0.37, ha_1 0.20, nand3b_1 0.10, xnor2_1 0.13, and2_1 0.15
[logic make-up (layout without fill, tap and decap cells)]
| family | count (synthesis) | count (layout) | synth area share (%) |
|---|---|---|---|
| adders and majority gates | 1 | 1 | 5.38 |
| DFF | 5 | 5 | 43.0 |
| buffers and inverters | 0 | 12 | 0 |
| xor gates and xnor gates | 2 | 2 | 7.53 |
| and+or+nand+nor | 11 | 11 | 31.2 |
| muxes | 3 | 3 | 12.9 |
[power breakdown]
| group | total, uW | switching, uW | leakage (uW) | internal (uW) |
|---|---|---|---|---|
| registers | 100 | 2.62 | 0.0000405 | 97.8 |
| clock network | 112 | 40.3 | 0.0000150 | 71.9 |
| logic | 22.3 | 7.23 | 0.0000963 | 15.1 |
| total | 235 | 50.1 | 0.000152 | 185 |
[path summary, 6_finish.rpt]
path	start	cells after the start	slack, ns	end
max	val[2]	1	0.56	count[2]
min	val[4]	2	0.48	val[4]
max reg2reg	val[0]	4	1.05	val[2]
min reg2reg	val[4]	2	0.48	val[4]
[metal layers]
layer  track usage, %  vias up
met5                0        -
met4            0.880        0
met2             2.41        9
li1                 -      100
met1             1.66       91
met3            0.909        2
Power is estimated from default activity; no workload was simulated.
